==> flow/design.v <==
module FA(A, B, Ci, S, Co);
input logic A,B, Ci;
output logic S, Co;
assign S = (A ^ B) ^ Ci;
assign Co = ((A ^ B) & Ci) | (A & B);
endmodule
module HA(A, B, S, Co);
input logic A,B;
output logic S, Co;
assign S = A ^ B;
assign Co = A & B;
endmodule
module problem5(IN1, IN2, OUT);
  input logic [7:0] IN1, IN2;										 
	output logic [15:0] OUT;
	wire [15:0] PP0, PP1, PP2, PP3, PP4, PP5, PP6, PP7;			 
	wire [15:0] PPA0, PPA1, PPA2, PPA3, PPA4, PPA5; 			 
	wire [15:0] PPAS2_0, PPAS2_1, PPAS2_2, PPAS2_3;				 
	wire [15:0] ROW0, ROW1, ROW2;								 
	wire [15:0] PPAS4_0, PPAS4_1;								 
assign PPA0[15:10] 	= 1'b0;
assign PPA1[1:0] 	= 1'b0;
assign PPA1[15:10] 	= 1'b0;
assign PPA2[15:12] 	= 1'b0;
assign PPA2[2:0] 	= 1'b0;
assign PPA3[15:13] 	= 1'b0;
assign PPA3[4:0] 	= 1'b0;
assign PPAS2_0[15:11]	= 1'b0;
assign PPAS2_1[15:13] 	= 1'b0;
assign PPAS2_1[2:0] 	= 1'b0;
assign PPAS2_2[15] 		= 1'b0;
assign PPAS2_2[4:0]		= 1'b0;
assign PPAS2_3[15] 		= 1'b0;
assign PPAS2_3[6:0] 	= 1'b0;
assign ROW0[15:14] 		= 1'b0;
assign ROW1[15] 		= 1'b0;
assign ROW1[3:0] 		= 1'b0;
assign PPAS4_0[15] 		= 1'b0; 
assign PPAS4_1[4:0] 	= 1'b0; 
assign PP0 = IN1 * IN2[0];
assign PP1 = (IN1 * IN2[1]) << 1;
assign PP2 = (IN1 * IN2[2]) << 2;
assign PP3 = (IN1 * IN2[3]) << 3;
assign PP4 = (IN1 * IN2[4]) << 4;
assign PP5 = (IN1 * IN2[5]) << 5;
assign PP6 = (IN1 * IN2[6]) << 6;
assign PP7 = (IN1 * IN2[7]) << 7;
assign PPA0[0] = PP0[0];
	HA S2R12C1(PP0[1], PP1[1], PPA0[1], PPA1[2]);
	FA S2R12C2(PP0[2], PP1[2], PP2[2] ,PPA0[2], PPA1[3]);
	FA S2R12C3(PP0[3], PP1[3], PP2[3] ,PPA0[3], PPA1[4]);
	FA S2R12C4(PP0[4], PP1[4], PP2[4] ,PPA0[4], PPA1[5]);
	FA S2R12C5(PP0[5], PP1[5], PP2[5] ,PPA0[5], PPA1[6]);
	FA S2R12C6(PP0[6], PP1[6], PP2[6] ,PPA0[6], PPA1[7]);
	FA S2R12C7(PP0[7], PP1[7], PP2[7] ,PPA0[7], PPA1[8]);
	FA S2R12C8(PP0[8], PP1[8], PP2[8], PPA0[8], PPA1[9]);
  assign PPA0[9] = PP2[9];
assign PPA2[3] = PP3[3];
	HA S2R23C1(PP3[4], PP4[4], PPA2[4], PPA3[5]);
	FA S2R23C2(PP3[5], PP4[5], PP5[5] ,PPA2[5], PPA3[6]);
	FA S2R23C3(PP3[6], PP4[6], PP5[6] ,PPA2[6], PPA3[7]);
	FA S2R23C4(PP3[7], PP4[7], PP5[7] ,PPA2[7], PPA3[8]);
	FA S2R23C5(PP3[8], PP4[8], PP5[8] ,PPA2[8], PPA3[9]);
	FA S2R23C6(PP3[9], PP4[9], PP5[9] ,PPA2[9], PPA3[10]);
	FA S2R23C7(PP3[10], PP4[10], PP5[10] ,PPA2[10], PPA3[11]);
	FA S2R23C8(PP3[11], PP4[11], PP5[11], PPA2[11], PPA3[12]);
assign PPA3[12] = PP5[12];
assign PPA4 = PP6;
assign PPA5 = PP7;
assign PPAS2_0[0] = PPA0[0];
assign PPAS2_0[1] = PPA0[1];
	HA S22R12C1(PPA0[2], PPA1[2], PPAS2_0[2], PPAS2_1[3]);
	FA S22R12C2(PPA0[3], PPA1[3], PPA2[3], PPAS2_0[3], PPAS2_1[4]);
	FA S22R12C3(PPA0[4], PPA1[4], PPA2[4], PPAS2_0[4], PPAS2_1[5]);
	FA S22R12C4(PPA0[5], PPA1[5], PPA2[5], PPAS2_0[5], PPAS2_1[6]);
	FA S22R12C5(PPA0[6], PPA1[6], PPA2[6], PPAS2_0[6], PPAS2_1[7]);
	FA S22R12C6(PPA0[7], PPA1[7], PPA2[7], PPAS2_0[7], PPAS2_1[8]);
	FA S22R12C7(PPA0[8], PPA1[8], PPA2[8], PPAS2_0[8], PPAS2_1[9]);
	FA S22R12C8(PPA0[9], PPA1[9], PPA2[9], PPAS2_0[9], PPAS2_1[10]);
assign PPAS2_0[10] = PPA2[10];
assign PPAS2_1[11] = PPA2[11];
assign PPAS2_1[12] = PPA2[12];
	assign PPAS2_2[5] = PPA3[5];
	HA S22R34C1(PPA3[6], PPA4[6], PPAS2_2[6], PPAS2_3[7]);
	FA S22R34C2(PPA3[7], PPA4[7], PPA5[7], PPAS2_2[7], PPAS2_3[8]);
	FA S22R34C3(PPA3[8], PPA4[8], PPA5[8], PPAS2_2[8], PPAS2_3[9]);
	FA S22R34C4(PPA3[9], PPA4[9], PPA5[9], PPAS2_2[9], PPAS2_3[10]);
	FA S22R34C5(PPA3[10], PPA4[10], PPA5[10], PPAS2_2[10], PPAS2_3[11]);
	FA S22R34C6(PPA3[11], PPA4[11], PPA5[11], PPAS2_2[11], PPAS2_3[12]);
	FA S22R34C7(PPA3[12], PPA4[12], PPA5[12], PPAS2_2[12], PPAS2_3[13]);
	HA S22R34C8(PPA4[13], PPA5[13], PPAS2_2[13], PPAS2_3[14]);
assign PPAS2_2[14] = PPA5[14];
assign ROW0[0] = PPAS2_0[0];
assign ROW0[1] = PPAS2_0[1];
assign ROW0[2] = PPAS2_0[2];
	HA step3_0(PPAS2_0[3], PPAS2_1[3], ROW0[3], ROW1[4]);
	HA step3_1(PPAS2_0[4], PPAS2_1[4], ROW0[4], ROW1[5]);
	FA step3_2(PPAS2_0[5], PPAS2_1[5], PPAS2_2[5], ROW0[5], ROW1[6]);
	FA step3_3(PPAS2_0[6], PPAS2_1[6], PPAS2_2[6], ROW0[6], ROW1[7]);
	FA step3_4(PPAS2_0[7], PPAS2_1[7], PPAS2_2[7], ROW0[7], ROW1[8]);
	FA step3_5(PPAS2_0[8], PPAS2_1[8], PPAS2_2[8], ROW0[8], ROW1[9]);
	FA step3_6(PPAS2_0[9], PPAS2_1[9], PPAS2_2[9], ROW0[9], ROW1[10]);
	FA step3_7(PPAS2_0[10], PPAS2_1[10], PPAS2_2[10], ROW0[10], ROW1[11]);
	HA step3_8(PPAS2_1[11], PPAS2_2[11], ROW0[11], ROW1[12]);
	HA step3_9(PPAS2_1[12], PPAS2_2[12], ROW0[12], ROW1[13]);
assign ROW0[13] = PPAS2_2[13];
assign ROW1[14] = PPAS2_2[14];
assign ROW2 = PPAS2_3;
assign PPAS4_0[0] = ROW0[0];
assign PPAS4_0[1] = ROW0[1];
assign PPAS4_0[2] = ROW0[2];
assign PPAS4_0[3] = ROW0[3];
	HA step4_0(ROW0[4], ROW1[4], PPAS4_0[4], PPAS4_1[5]);
	HA step4_1(ROW0[5], ROW1[5], PPAS4_0[5], PPAS4_1[6]);
	HA step4_2(ROW0[6], ROW1[6], PPAS4_0[6], PPAS4_1[7]);
	FA step4_3(ROW0[7], ROW1[7], ROW2[7], PPAS4_0[7], PPAS4_1[8]);
	FA step4_4(ROW0[8], ROW1[8], ROW2[8], PPAS4_0[8], PPAS4_1[9]);
	FA step4_5(ROW0[9], ROW1[9], ROW2[9], PPAS4_0[9], PPAS4_1[10]);
     FA step4_6(ROW0[10], ROW1[10], ROW2[10], PPAS4_0[10], PPAS4_1[11]);
	FA step4_7(ROW0[11], ROW1[11], ROW2[11], PPAS4_0[11], PPAS4_1[12]);
	FA step4_8(ROW0[12], ROW1[12], ROW2[12], PPAS4_0[12], PPAS4_1[13]);
	FA step4_9(ROW0[13], ROW1[13], ROW2[13], PPAS4_0[13], PPAS4_1[14]);
	FA step4_10(ROW0[14], ROW1[14], ROW2[14], PPAS4_0[14], PPAS4_1[15]);
  assign OUT = (PPAS4_0 | PPAS4_1);
endmodule
==> flow/run.sh <==
#!/bin/bash
# OpenROAD 26Q1-2900-gdf79404cd8, Yosys 0.63+post, stock flow scripts
make -C /OpenROAD-flow-scripts/flow DESIGN_CONFIG=/design/flow/config.mk WORK_HOME=/design/flow/orfs finish
==> flow/config.mk <==
export PLATFORM = sky130hd
export DESIGN_NAME = problem5
export DESIGN_NICKNAME = problem5
export VERILOG_FILES = /design/flow/design.v
export SDC_FILE = /design/flow/constraint.sdc
export NUM_CORES = 4
export LEC_CHECK = 1
export CORE_UTILIZATION = 40
==> flow/constraint.sdc <==
current_design problem5

set clk_period 3.6
set clk_io_pct 0.2

create_clock -name clk0 -period $clk_period

set non_clock_inputs [all_inputs -no_clocks]
set_input_delay [expr $clk_period * $clk_io_pct] -clock clk0 $non_clock_inputs
set_output_delay [expr $clk_period * $clk_io_pct] -clock clk0 [all_outputs]
==> impl_metrics.env <==
# flow metrics
export IMPL_antenna_cells=0
export IMPL_drv_slew=0
export IMPL_syn_inst=168
export IMPL_synth_warnings=1
export IMPL_placedCellCount=263
export IMPL_status="complete, but fails checks"
export IMPL_flops=0
export IMPL_rows=22
export IMPL_yosys_cells=168
export IMPL_grt_pass1_wl_microns=5570
export IMPL_stdcell_area_sq_um=2220
export IMPL_final_cells=270
export IMPL_hold_end="OUT[0]"
export IMPL_required_ps=2880
export IMPL_critPathKind="in -> out"
export IMPL_switching_share_pct=38.0
export IMPL_p_clk_share_pct=0
export IMPL_tightest_slew_ps=190
export IMPL_report_final_setup_viol=8
export IMPL_cell_internal_pwr_mw=0.327
export IMPL_dr_pass1_iters=2
export IMPL_postPlaceCellArea_sq_um=2050
export IMPL_ys_sh_aoi_pct=0
export IMPL_top_cell_area_share_pct=48.6
export IMPL_worst_path_max_delay_cell="fa_2"
export IMPL_flop_area_sq_um=0
export IMPL_synth_seq_share_pct=0
export IMPL_combPwrFrac_pct=100.0
export IMPL_synth_cell_area_sq_um=1520
export IMPL_xor_area_share_pct=0
export IMPL_cap_violations=0
export IMPL_cts_hold_buf=0
export IMPL_antenna_found_initial=0
export IMPL_p_leak_nw=1.12
export IMPL_io_pin_count=32
export IMPL_grt_pass1_vias=1336
export IMPL_drive_gt1_share_pct=50.9
export IMPL_drtAntennaViolNets=0
export IMPL_vdd_drop_max_mv=0.117
export IMPL_drt_wirelength_per_cell_microns=11.1
export IMPL_vias=1182
export IMPL_synth_top_cells_by_count="and2_1, inv_1, fa_1, nand2_1, ha_1"
export IMPL_yosysChipArea_sq_um=1520
export IMPL_hold_path_class="in -> out"
export IMPL_synth_most_common_cell="and2_1"
export IMPL_violations="negative setup slack"
export IMPL_synth_distinct_cells=8
export IMPL_cpMostUsedCell="fa_2"
export IMPL_cp_slowest_stage_delay_ps=560
export IMPL_io_buffers=32
export IMPL_hold_ws_ps=2200
export IMPL_n_clock_buffer=0
export IMPL_start_kind="input port"
export IMPL_hpwl_microns=2640
export IMPL_fmaxAchievable_ghz=0.247
export IMPL_fin_crit_ps=4050
export IMPL_relSlewSlack_pct=87.3
export IMPL_die_w_microns=63.7
export IMPL_switching_power_mw=0.201
export IMPL_fin_crit_sh_pct=113
export IMPL_drc=0
export IMPL_topCellsByArea="fa_1, and2_1, ha_1"
export IMPL_cp_end_kind="output pin"
export IMPL_core_area_sq_um=3660
export IMPL_via_per_inst=4.38
export IMPL_powerDensity_nw_per_um2=238
export IMPL_p_total_mw=0.528
export IMPL_avgSynthCellArea_sq_um=9.06
export IMPL_hold_viol=0
export IMPL_seqPwrFrac_pct=0
export IMPL_chipArea_sq_um=4060
export IMPL_min_from="IN2[0]"
export IMPL_warning_count=35
export IMPL_area_growth_pct=45.9
export IMPL_layout_setup_ws_ps=-452
export IMPL_grt_max_degree=9
export IMPL_rsz0062_at_grt="true"
export IMPL_hold_path_depth=4
export IMPL_critPathArrivalTime_ps=3330
export IMPL_fillCellCount=312
export IMPL_combGateArea_sq_um=1480
export IMPL_top_area_cell="fa_1"
export IMPL_die_h_microns=63.7
export IMPL_ys_sh_adder_pct=61.0
export IMPL_fp_util_pct=41.6
export IMPL_topCombFamilyByArea="adder cells"
export IMPL_path_max_fanout=7
export IMPL_gp_congestion=0.849
export IMPL_grt_usage_pct=18.1
export IMPL_mux_share_pct=0
export IMPL_simple_gate_area_share_pct=27.2
export IMPL_crit_chain="buf_12 > and2_4 > fa_2 > inv_2 > fa_2 > fa_2 > inv_2 > fa_2 > or2_4 > buf_2"
export IMPL_wl_microns=2990
export IMPL_overflow=0
export IMPL_drtIter0Drc=21
[power groups by stage]
stage         sequential (mW)  combinational [mW]  clock [mW]
CTS                         0               0.537           0
finish                      0               0.528           0
global route                0               0.615           0
[placed cells by master (no fill, tap or decap), types with 4 or more instances in the layout]
cell	n
and2_1	26
inv_1	22
fa_1	21
and2_4	20
buf_4	18
nand2_1	17
inv_2	16
fa_2	16
ha_1	13
buf_6	12
buf_2	11
or2_4	7
clkdlybuf4s50_1	6
buf_8	4
[stage by stage]
step / util [%] / worst slack [ps] / setup TNS [ps]
finish: 60.7 / -452 / -2590
global route: 60.7 / -512 / -3140
CTS: 59.2 / -505 / -2960
detailed placement: 55.9 / -1220 / -11110
global placement: 55.9 / -1210 / -10980
floorplan: - / -136 / -570
[worst max path at each step]
stage	start	to	slack [ps]	cells after the start
after global routing	IN2[3]	OUT[9]	-510	10
final	IN2[3]	OUT[9]	-450	10
after CTS	IN2[4]	OUT[10]	-510	10
[layout make-up]
cell class         instances  area share (%)
inverters                 38            6.42
multi-input cells        125            66.8
well taps                 48            2.70
repair buffers            59            24.1
[critical path: cells and delay by family]
kind                       cells  cell delay (ps)
adders and majority gates      4             1920
and+or+nand+nor                2              370
buffers and inverters          4              320
[metal layers]
metal  track usage (%)  wire length, microns  share of wire (%)
met1              26.4                  1420                 47
met2              32.3                  1500                 50
met3              1.29                    71                2.4
met4             0.284                     0                  0
met5                 0                     0                  0
[cells by family after synthesis]
family	count (synthesis)
and+or+nand+nor	73
adders and majority gates	52
buffers and inverters	43
[what timing repair did]
item	CTS	global route
gates cloned	0	0
setup buffers	4	4
endpoints found under the setup margin	12	11
resized	151	16
pin swaps	43	24
