==> ./design.v <==
module CLA_16BIT(A, B, cin, cout, sum);
input [15:0] A; 
input [15:0] B; 
input cin;  
output cout;  
output [15:0] sum; 
wire c4, c8, c12, c16; 
assign cout = c16;  
CLA_4BIT first(
	.ain(A[3:0]),
	.bin(B[3:0]),
	.cin(cin),
	.cout(c4),
	.sum(sum[3:0])
);
CLA_4BIT second(
	.ain(A[7:4]),
	.bin(B[7:4]),
	.cin(c4),
	.cout(c8),
	.sum(sum[7:4])
);
CLA_4BIT third(
	.ain(A[11:8]),
	.bin(B[11:8]),
	.cin(c8),
	.cout(c12),
	.sum(sum[11:8])
);
CLA_4BIT fourth(
	.ain(A[15:12]),
	.bin(B[15:12]),
	.cin(c12),
	.cout(c16),
	.sum(sum[15:12])
);
endmodule: CLA_16BIT 
module CLA_4BIT(ain, bin, cin, cout, sum);
	input [3:0] ain, bin; 
	input cin; 	
	output cout; 
	output [3:0] sum;
	wire [3:0] P, G, CO; 
	wire C4; 
	assign P = ain ^ bin;  
	assign G = ain & bin;  
	assign CO[0] = cin; 
	assign CO[1] = G[0] | (P[0] & CO[0]);
	assign CO[2] = G[1] | (P[1] & G[0]) | (P[1] & P[0] & CO[0]); 
	assign CO[3] = G[2] | (P[2] & G[1]) | (P[2] & P[1] & G[0]) | (P[2] & P[1] & P[0] & CO[0]);
	assign c4 = G[3] | (P[3] & G[2]) | (P[3] & P[2] & G[1]) | 
		(P[3] & P[2] & P[1] & G[0]) | (P[3] & P[2] & P[1] & P[0] & CO[0]);
	assign sum = P ^ CO; 
	assign cout = c4; 
endmodule: CLA_4BIT
==> ./run.sh <==
#!/bin/bash
# OpenROAD 26Q1-2900-gdf79404cd8, Yosys 0.63+post, stock flow scripts
make -C /OpenROAD-flow-scripts/flow DESIGN_CONFIG=/design/flow/config.mk WORK_HOME=/design/flow/orfs finish
==> ./config.mk <==
export PLATFORM = sky130hd
export DESIGN_NAME = CLA_16BIT
export DESIGN_NICKNAME = CLA_16BIT
export VERILOG_FILES = /design/flow/design.v
export SDC_FILE = /design/flow/constraint.sdc
export NUM_CORES = 4
export LEC_CHECK = 1
export CORE_AREA = 10 10 71 71
export DIE_AREA = 0 0 81 81
==> ./constraint.sdc <==
current_design CLA_16BIT

set clk_period 7.4
set clk_io_pct 0.2

create_clock -name clk0 -period $clk_period

set non_clock_inputs [all_inputs -no_clocks]
set_input_delay [expr $clk_period * $clk_io_pct] -clock clk0 $non_clock_inputs
set_output_delay [expr $clk_period * $clk_io_pct] -clock clk0 [all_outputs]
==> metrics.cfg <==
[run_status]
status=complete, no violations

[critical_path]
crit_path_max_fanout=4
crit_path_end_kind=output pin
required_ps=5920
crit_slowest_cell=clkdlybuf4s50_1
crit_type=primary input to output pin
start_kind=primary input
crit_chain=clkdlybuf4s50_1 -> ha_1 -> a21o_1 -> a221o_1 -> a31o_1 -> a221o_1 -> fa_1 -> xor2_1 -> clkdlybuf4s50_1
worstPathArrival_ps=4400
cp_slowest_stage_delay_ps=480

[layout]
nClkBuffers=0
drive_gt1_frac=0.0172
n_fill_cell=373
seq_area_sq_um=0
final_cell_area_sq_um=1170
area_growth_pct=92.4
flops=0

[drt]
wl_per_cell_um=11.1
wl_met1_um=687
firstDrtPassIters=2
wl_met3_um=277
vias_per_cell=3.97
wl_um=1810
drcViolationCount=0
drt_iter0_drc=1
num_vias=651
met2_length_um=848
dr.max_layer_used=met3
drtAntennaViolNets=0
n_antenna_cell=0

[synth]
mux_area_frac=0
netlist_logic_family_top=adder cells
ys_sh_adder=0.462
yosys_warnings=1
synth.distinct_cells=20
avgSynthCellArea_sq_um=9.19
synth.largest_area_cell=ha_1
netlist_area_sq_um=607
ys_seq_frac=0
synth_stat.cells=66
yosys_area_sq_um=607
synth.area.top_cells=ha_1 (33%), fa_1 (13%), xnor2_1 (12%)
xor_area_frac=0.173
yosysTopAreaCellShare=0.330
yosysMostFrequentCell=ha_1
ys_sh_simple=0.0763
ys_top_cells_by_count=ha_1 (16), xnor2_1 (8), a21o_1 (7)
aoi_share=0.252
synth_cells=66

[hold_path]
hold_depth=5
min_path_type=primary input to output pin

[floorplanning]
ios=50
fp.dieW_um=81
floorplan.core_util=0.167
die_h_um=81
die_area_sq_um=6560
rows=22
core_area_sq_um=3630

[clock_network]
post_cts_buffers=0
cts_resized=0
postCtsHoldBufs=0

[timing]
period_needed_ps=5880
fmax_ghz=0.170
rsz0062_at_grt=false
relSlewSlack=0.866
hold_viol=0
finalCritPeriodShare=0.795
hold_slack_ps=4040
setup_viol=0
tightestPinTransition_ps=201
slew_viol_final=0
tns_ps=0

[power]
power_leakage_uw=0.000521
power_density_nw_per_um2=86.8
p_int_uw=70.4
switching_share=0.305
switchingPower_uw=30.9
ir_worst_vdd_mv=0.0383
comb_power_share=1.000
power_frac_clock=0
seqPwrFrac=0

[job]
cap_violations=0
warning_count=32

[grt]
grt.overflow.total=0
antenna_found_initial=0
grt_pass1_vias=684
grt_use_total=0.0497
grt_max_degree=5
grt_first_pass_wirelength_um=2780

[place]
gp_congestion=0.818
post-dp-hpwl_um=1720
placed_area_sq_um=1170
port_buffers=50

## metal layers
metal / GRT usage / up-vias
met1: 0.0553 / 281
met4: 0 / 0
li1: - / 345
met2: 0.0868 / 25
met3: 0.0278 / 0
met5: 0 / -
## area by class of cell
class | instances | area, sq um | area share
multi-input cells | 60 | 584 | 0.501
inverters | 6 | 22.5 | 0.0193
well taps | 48 | 60.1 | 0.0514
repair buffers | 50 | 500 | 0.429
## cell usage in the layout, fill, tap and decap left out, types with 4 or more instances in the layout
cell type / instances
xor2_1: 4
a21o_1: 7
inv_1: 6
a21oi_1: 4
ha_1: 16
fa_1: 4
xnor2_1: 8
clkdlybuf4s50_1: 50
## path summary, 6_finish.rpt
path                  startpoint  endpoint  slack (ps)
worst min-delay path         cin    sum[0]        4040
worst max-delay path        A[6]   sum[13]        1520
## metrics by stage
stage	util	power, uW	setup slack, ps	std cells
5_1_grt	0.321	113	1340	164
6_report	0.321	101	1520	164
4_1_cts	0.321	104	1490	164
3_3_place_gp	0.321	103	1520	164
3_5_place_dp	0.321	103	1500	164
2_1_floorplan	-	37.8	2510	66
## critical path, delay by kind of cell
kind                     cells  cell delay [ps]
buffers and inverters        2              890
XOR/XNOR                     1              150
adder cells (fa/ha/maj)      2              740
AND-OR/OR-AND                4             1130
## power by group through the flow
stage | combinational, uW | sequential [uW] | clock [uW]
4_1_cts | 104 | 0 | 0
5_1_grt | 113 | 0 | 0
6_report | 101 | 0 | 0
## cell families after synthesis
kind of cell,after synthesis
AND-OR/OR-AND,20
XOR/XNOR,12
adder cells (fa/ha/maj),20
buffers and inverters,6
AND/OR/NAND/NOR,8
Power is estimated from default activity; no workload was simulated.
